[./run.sh]
#!/bin/bash
# OpenROAD 26Q1-2900-gdf79404cd8, Yosys 0.63+post, stock flow scripts
make -C /OpenROAD-flow-scripts/flow DESIGN_CONFIG=/design/flow/config.mk WORK_HOME=/design/flow/orfs finish
[./config.mk]
export PLATFORM = sky130hd
export DESIGN_NAME = FIFO_synch
export DESIGN_NICKNAME = FIFO_synch
export VERILOG_FILES = /design/flow/design.v
export SDC_FILE = /design/flow/constraint.sdc
export NUM_CORES = 4
export LEC_CHECK = 1
export CORE_UTILIZATION = 30
[./constraint.sdc]
current_design FIFO_synch

set clk_period 5.8
set clk_io_pct 0.2

create_clock -name clk0 -period $clk_period [get_ports {clk_r}]
create_clock -name clk1 -period $clk_period [get_ports {clk_w}]

set non_clock_inputs [all_inputs -no_clocks]
set_input_delay [expr $clk_period * $clk_io_pct] -clock clk0 $non_clock_inputs
set_output_delay [expr $clk_period * $clk_io_pct] -clock clk0 [all_outputs]
[./design.v]
module FIFO_synch #(parameter Depth = 8, parameter width = 32)(
    input wire clk_r,
    input wire clk_w,
    input wire rst_n,
    input wire wr_en,
    input wire rd_en,
    input wire [width-1:0] data_in,
    output reg [width-1:0] data_out,
    output wire full,
    output wire empty
);
localparam ptr_width = $clog2(Depth);
reg [width-1:0] fifo_mem [0:Depth-1];
reg [ptr_width:0] wr_ptr = 0;
reg [ptr_width:0] rd_ptr = 0;
always @(posedge clk_r or negedge rst_n) begin
    if (!rst_n) begin
        data_out <= {width{1'bx}};
        rd_ptr <= 0;
    end else if (rd_en && !empty) begin
        data_out <= fifo_mem[rd_ptr[ptr_width-1:0]];
        rd_ptr <= rd_ptr + 1;
    end   
    else  data_out<=width-1'dx;
end
always @(posedge clk_w or negedge rst_n) begin
    if (!rst_n) begin
        wr_ptr <= 0;
    end else if (wr_en && !full) begin
        fifo_mem[wr_ptr[ptr_width-1:0]] <= data_in;
        wr_ptr <= wr_ptr + 1;
    end
end
assign empty = (wr_ptr == rd_ptr);
assign full  = (wr_ptr[ptr_width-1:0] == rd_ptr[ptr_width-1:0]) &&
               (wr_ptr[ptr_width] != rd_ptr[ptr_width]);
endmodule
==> impl_metrics.prom <==
# HELP chip_impl_metric Implementation results
# TYPE chip_impl_metric gauge
chip_impl_info{name="run_status",value="finished, final reports clean"} 1
chip_impl_metric{name="yosys-stat-cells",unit=""} 597
chip_impl_metric{name="dieHeight",unit="um"} 192
chip_impl_metric{name="hold_viol_final",unit=""} 0
chip_impl_metric{name="fin_worst_skew",unit="ns"} 0.0133
chip_impl_metric{name="dr_total_vias",unit=""} 5636
chip_impl_metric{name="critical_path.max_stage_delay",unit="ns"} 0.70
chip_impl_metric{name="place_area",unit="um^2"} 12100
chip_impl_metric{name="synth.ff_latch_count",unit=""} 296
chip_impl_metric{name="max_capacitance_violation_total",unit=""} 0
chip_impl_metric{name="total_leakage_power",unit="nW"} 4.33
chip_impl_metric{name="power_frac_comb",unit="%"} 26.1
chip_impl_metric{name="drt_drc_violations_left",unit=""} 0
chip_impl_metric{name="post-dp-hpwl",unit="um"} 12800
chip_impl_metric{name="fill_cells",unit=""} 3247
chip_impl_metric{name="core",unit="um^2"} 35600
chip_impl_metric{name="buffers_inserted_during_post_cts_setup_optimization",unit=""} 0
chip_impl_info{name="top_layer",value="met4"} 1
chip_impl_metric{name="cell_internal_power",unit="mW"} 4.54
chip_impl_metric{name="switching_fraction_of_total_power",unit="%"} 29.4
chip_impl_metric{name="worst_ir_drop_vdd",unit="uV"} 350
chip_impl_metric{name="cp.arrival",unit="ns"} 2.22
chip_impl_metric{name="report.power.total",unit="mW"} 6.43
chip_impl_metric{name="sequential_cell_area",unit="um^2"} 8690
chip_impl_metric{name="grt_antenna_before_repair",unit=""} 0
chip_impl_info{name="clock_tree_from_tritoncts",value="yes"} 1
chip_impl_metric{name="io_buffer_count",unit=""} 69
chip_impl_metric{name="post_synth_instance_area",unit="um^2"} 10900
chip_impl_metric{name="flip_flops_with_a_built_in_enable",unit=""} 256
chip_impl_metric{name="cts.reportedPaths.clkPinSlew",unit="ns"} 0.06
chip_impl_metric{name="grt_max_degree",unit=""} 42
chip_impl_metric{name="postSynth.asyncResetShare",unit="%"} 13.5
chip_impl_metric{name="final_core_util",unit="%"} 36.9
chip_impl_metric{name="cts_hold_repair.buffers",unit=""} 0
chip_impl_metric{name="synthCells",unit=""} 597
chip_impl_metric{name="setup_violations",unit=""} 0
chip_impl_metric{name="grt.overflow.total",unit=""} 0
chip_impl_info{name="main_flop_type",value="edfxtp_1"} 1
chip_impl_metric{name="drv_slew",unit=""} 0
chip_impl_metric{name="synth.yosys.warnings",unit=""} 2
chip_impl_metric{name="dieWidth",unit="um"} 192
chip_impl_metric{name="drt_wl_total",unit="um"} 23300
chip_impl_metric{name="wl_per_cell",unit="um"} 19.9
chip_impl_metric{name="drt_pre_antenna_iters",unit=""} 8
chip_impl_metric{name="die_area",unit="um^2"} 37000
chip_impl_metric{name="floorplan.initialDensity",unit="%"} 30.5
chip_impl_metric{name="place_ws",unit="ns"} 2.34
chip_impl_metric{name="vias_in_the_first_global_route",unit=""} 6040
chip_impl_metric{name="cts_sinks",unit=""} 296
chip_impl_metric{name="grt_first_pass_wirelength",unit="um"} 35600
chip_impl_info{name="worstPathCellList",value="xor2_1 > or2_2 > nor3_1 > clkdlybuf4s50_1"} 1
chip_impl_metric{name="worst_pin_slew",unit="ns"} 0.731
chip_impl_metric{name="netlist.area_leader.share",unit="%"} 70.8
chip_impl_metric{name="clkPwrFrac",unit="%"} 30.7
chip_impl_metric{name="fp-row-count",unit=""} 69
chip_impl_metric{name="design_area",unit="um^2"} 13100
chip_impl_metric{name="worst_ep_required_time",unit="ns"} 4.64
chip_impl_metric{name="synth_area_per_cell",unit="um^2"} 18.2
chip_impl_metric{name="drt-vias-per-instance",unit=""} 4.83
chip_impl_info{name="kind_of_start_point_of_the_critical_path",value="flip-flop"} 1
chip_impl_metric{name="power-per-cell-area",unit="nW/um^2"} 489
chip_impl_metric{name="slew_headroom",unit="%"} 51.3
chip_impl_info{name="grt_setup_unrepaired",value="false"} 1
chip_impl_info{name="hold_path_class",value="reg2reg"} 1
chip_impl_info{name="area_leaders",value="edfxtp_1, dfrtp_1, mux2_2"} 1
chip_impl_metric{name="antenna_cells_inserted",unit=""} 0
chip_impl_metric{name="detailroute.wirelength.met3",unit="um"} 2860
chip_impl_metric{name="synthDistinctLibCells",unit=""} 31
chip_impl_metric{name="setup_ws",unit="ns"} 2.42
chip_impl_metric{name="p_switching",unit="mW"} 1.89
chip_impl_metric{name="layout_stage_area_growth_over_the_synthesis_result",unit="%"} 20.9
chip_impl_metric{name="setup_tns",unit="ns"} 0
chip_impl_metric{name="detail-route-antenna-nets",unit=""} 0
chip_impl_metric{name="routability_congestion_estimate_from_global_placement",unit=""} 0.749
chip_impl_metric{name="ios",unit=""} 71
chip_impl_metric{name="crit_path_max_fanout",unit=""} 21
chip_impl_metric{name="met1_length",unit="um"} 9600
chip_impl_metric{name="drt_iter0_drc",unit=""} 510
chip_impl_metric{name="post_route_cells_drive_above_1_share",unit="%"} 16.3
chip_impl_info{name="synth_area_leader_cell",value="edfxtp_1"} 1
chip_impl_metric{name="grt_use_total",unit="%"} 13.9
chip_impl_info{name="worst_path_max_delay_cell",value="dfrtp_2"} 1
chip_impl_metric{name="postCtsResizedCells",unit=""} 0
chip_impl_metric{name="stage_log_warnings",unit=""} 34
chip_impl_metric{name="met2_wirelength",unit="um"} 10400
chip_impl_metric{name="yosys_area",unit="um^2"} 10900
chip_impl_metric{name="power.share.sequential",unit="%"} 43.1
chip_impl_info{name="critPathCaptureType",value="output pin"} 1
chip_impl_metric{name="seq_area_frac_synth",unit="%"} 80.0
chip_impl_metric{name="area.combinational",unit="um^2"} 2000
chip_impl_info{name="worstSetupPathType",value="reg2out"} 1
## sequential cells by signal, summed over array words and instances (netlist names)
register,count
wr_ptr,4
fifo_mem,256
rd_ptr,4
data_out,32
## routing by layer
layer | vias up | global-route usage (%)
met2 | 283 | 20.1
met5 | - | 0
li1 | 2560 | -
met3 | 35 | 8.70
met1 | 2758 | 18.9
met4 | 0 | 2.36
## cell families (layout without fill, tap and decap cells)
kind of cell	Yosys count	after routing	synth area share (%)
DFF	296	296	80.0
muxes	38	38	3.94
adders and majority gates	12	12	1.38
AOI/OAI and AO/OA	98	98	8.28
xor gates and xnor gates	9	9	0.726
and+or+nand+nor	101	101	4.02
buffers and inverters	43	152	1.67
## cells in the final DEF (no fill, tap or decap), drive strengths merged, types with 8 or more instances in the layout
| master | instances |
|---|---|
| a222oi | 33 |
| buf | 19 |
| mux2 | 38 |
| a22o | 12 |
| ha | 12 |
| clkbuf | 47 |
| a41oi | 28 |
| nor2 | 32 |
| nand2 | 49 |
| inv | 8 |
| clkdlybuf4s50 | 68 |
| dfrtp | 40 |
| edfxtp | 256 |
## critical path, delay by kind of cell, from the launching register on
| kind | cells | cell delay, ns |
|---|---|---|
| flops | 1 | 0.70 |
| xor+xnor | 1 | 0.26 |
| buf+inv | 1 | 0.48 |
| simple gates | 2 | 0.49 |
## power groups by stage
stage / combinational (mW) / clock [mW] / sequential (mW)
4_1_cts: 1.72 / 2.02 / 2.78
5_1_grt: 1.88 / 2.11 / 2.81
6_report: 1.68 / 1.98 / 2.77
## path summary, 6_finish.rpt
kind / from / end / slack [ns] / cells past startpoint
max in group asynchronous: rst_n / rd_ptr[2]$_DFFE_PN0P_ / 4.38 / 2
max in group clk1: rst_n / fifo_mem[0][21]$_DFFE_PP_ / 2.90 / 6
min in group asynchronous: rst_n / wr_ptr[3]$_DFFE_PN0P_ / 0.73 / 2
min in group clk0: rd_ptr[3]$_DFFE_PN0P_ / rd_ptr[3]$_DFFE_PN0P_ / 0.54 / 1
worst min-delay path: wr_ptr[3]$_DFFE_PN0P_ / wr_ptr[3]$_DFFE_PN0P_ / 0.53 / 1
worst max register to register: rd_ptr[2]$_DFFE_PN0P_ / data_out[3]$_DFF_PN0_ / 2.71 / 6
worst min register to register: wr_ptr[3]$_DFFE_PN0P_ / wr_ptr[3]$_DFFE_PN0P_ / 0.53 / 1
worst max-delay path: rd_ptr[2]$_DFFE_PN0P_ / full / 2.42 / 4
## final cells by class
class	count	share of cell area, %
Multi-Input combinational cell	258	15.2
Tap cell	461	4.39
Inverter	7	0.200
Timing Repair Buffer	87	6.25
Sequential cell	296	66.1
Clock inverter	11	0.914
Clock buffer	47	6.91
## cell usage after synthesis (3+ instances only)
cell and number:
mux2_2 37, a222oi_1 33, clkbuf_1 17, a22oi_1 7, and3_2 6, a21oi_1 4
nor2_1 32, o21ai_0 3, buf_2 16, nand2b_1 3, ha_1 12, a41oi_1 28
xor2_1 6, a221oi_1 7, dfrtp_1 40, edfxtp_1 256, xnor2_1 3, a22o_1 12
nor4_1 3, nand2_1 49, inv_1 7, buf_1 3
## per-stage QoR
stage	instances	hold slack, ns
floorplan	597	0.432
global placement	1109	0.438
CTS	1167	0.530
detailed placement	1109	0.449
finish	1167	0.527
global route	1167	0.578
Power figures rest on the tool's default switching activity, not on a simulated workload.
